### run.sh
#!/bin/bash
# OpenROAD 26Q1-2900-gdf79404cd8, Yosys 0.63+post, stock flow scripts
make -C /OpenROAD-flow-scripts/flow DESIGN_CONFIG=/design/flow/config.mk WORK_HOME=/design/flow/orfs finish
### config.mk
export PLATFORM = sky130hd
export DESIGN_NAME = balance
export DESIGN_NICKNAME = balance
export VERILOG_FILES = /design/flow/design.v
export SDC_FILE = /design/flow/constraint.sdc
export NUM_CORES = 4
export LEC_CHECK = 1
export CORE_AREA = 10 10 70 70
export DIE_AREA = 0 0 80 80
### constraint.sdc
current_design balance

set clk_period 1.9
set clk_io_pct 0.2

create_clock -name clk0 -period $clk_period [get_ports {clk}]

set non_clock_inputs [all_inputs -no_clocks]
set_input_delay [expr $clk_period * $clk_io_pct] -clock clk0 $non_clock_inputs
set_output_delay [expr $clk_period * $clk_io_pct] -clock clk0 [all_outputs]
### design.v
module balance (
    input wire clk,
    input wire [3:0] score, 
    output reg [3:0] output1, 
    output reg [3:0] output2
); 
    reg [3:0] digit1; 
    reg [3:0] digit2; 
    initial begin
        output1 = 0; 
        output2 = 0; 
        digit1 = 0;
        digit2 = 0; 
    end
    always @(posedge clk) begin
        if (score == 10) begin
            if (digit1 != 9) begin
                digit1 <= digit1 + 1; 
                digit2 <= digit2; 
            end else begin
                digit1 <= 9;
                digit2 <= 9; 
            end
        end else if (score == 5) begin
            if (digit1 == 9 && digit2 >= 5) begin
                digit1 <= 9;
                digit2 <= 9; 
            end else if (digit2 >= 5) begin
                digit1 = digit1 + 1; 
                digit2 = digit2 - 5; 
            end else begin
                digit1 <= digit1;
                digit2 = digit2 + 5; 
            end
        end else if (score == 1) begin
            if (digit1 == 9 && digit2 == 9) begin
                digit1 <= 9;
                digit2 <= 9; 
            end else if (digit2 == 9) begin
                digit2 <= 0; 
                digit1 <= digit1 + 1; 
            end else begin
                digit1 <= digit1;
                digit2 <= digit2 + 1;  
            end
        end else begin
            digit1 <= digit1; 
            digit2 <= digit2; 
        end
    end
    always @(digit1) begin
        output1 = digit1; 
    end
    always @(digit2) begin
        output2 = digit2; 
    end
endmodule
==> impl_metrics.json <==
{
  "die-area_mm2": 0.00640,
  "place_ws_ns": -0.0389,
  "insertion_delay_ns": 0.25,
  "via_count": 588,
  "hold_viol_final": 0,
  "yosysChipArea_um2": 669,
  "ys_ff": 8,
  "power.internal_uw": 323,
  "drtAntennaViolNets": 0,
  "antenna_found_initial": 0,
  "path_clk_slew_ns": 0.05,
  "synth_area_per_cell_um2": 9.84,
  "peakVddDrop_mv": 0.264,
  "postLayoutCoreUtil": 0.274,
  "totalWireLength_um": 1510,
  "layout_top_cells": "12 x clkdlybuf4s50_1, 10 x buf_4, 8 x edfxtp_1, 7 x a21oi_1, 7 x o21ai_0",
  "path_max_fanout": 5,
  "clkPwrFrac": 0.296,
  "worst-setup-path-type": "register to register",
  "ys_types": 30,
  "drive_gt1_frac": 0.220,
  "async_flop_share": 0,
  "p_per_area_mw_per_mm2": 442,
  "grt_pass1_wl_um": 2480,
  "synth-edff-count": 8,
  "gp_congestion": 0.801,
  "skew_ns": 0.00498,
  "clock_sinks": 8,
  "setup.worst_path.end_class": "register",
  "final_common_cell": "clkdlybuf4s50_1",
  "clockBufferDepth": 2,
  "comb_area_um2": 407,
  "antenna_cells": 0,
  "cts_buffers": 3,
  "cts_tree": "yes",
  "grt_max_degree": 11,
  "io_buffers": 12,
  "total_power_uw": 414,
  "dr.pass1.iters": 4,
  "syn_inst": 68,
  "avgViaCountPerCell": 4.29,
  "core_mm2": 0.00342,
  "syn_to_final_growth_pct": 40.0,
  "fmax_mhz": 565,
  "ys_cells": 68,
  "whs_ns": 0.616,
  "maxCapViolCount": 0,
  "fillers": 367,
  "flop_area_um2": 240,
  "design_area_um2": 937,
  "die_w_um": 80,
  "post-route-period-util": 0.931,
  "detail_route.wl_per_cell_um": 11.0,
  "drt_iter0_drc": 36,
  "outcome": "complete, no violations",
  "warnings": 28,
  "combPwrFrac": 0.202,
  "syn_area_um2": 669,
  "min_path_type": "register to register",
  "required_ns": 1.99,
  "p_seq_frac": 0.501,
  "synth-seq-area-share": 0.359,
  "max_slew.worst_pin.slew_ns": 0.263,
  "grt_pass1_vias": 535,
  "p_sw_frac": 0.221,
  "setup_slack_ns": 0.130,
  "cts_root_buffer": "clkbuf_4",
  "rows": 21,
  "p_leak_nw": 0.334,
  "setup_viol": 0,
  "grt_usage": 0.0468,
  "pin_count": 13,
  "cp.arrival_ns": 1.86,
  "post_dp_cell_area_um2": 912,
  "cts_max_level": 1,
  "die_height_um": 80,
  "switching_power_uw": 91.7,
  "gr-total-overflow": 0,
  "rsz0062_at_grt": "false",
  "slew_headroom": 0.825,
  "crit_path_start_kind": "register",
  "ys.flop_type": "edfxtp_1",
  "initial_utilization": 0.196,
  "drc": 0,
  "cts_hold_buf": 0,
  "period_minus_slack_ns": 1.77,
  "finalMaxSlewViolations": 0,
  "yosysWarnings": 1,
  "dp_hpwl_um": 1220
}
## sequential cells by signal, indices dropped and copies added (netlist names)
signal	count
digit1	4
digit2	4
## cell usage after synthesis, types with 2 or more instances
master,count,area [µm²]
edfxtp_1,8,240
o21ai_0,8,40.0
a21oi_1,7,35.0
ha_1,5,62.6
inv_1,4,15.0
nand2_1,3,11.3
nor2_1,3,11.3
xnor2_1,3,26.3
and4bb_2,2,25.0
buf_2,2,10.0
nand2b_1,2,12.5
o211ai_1,2,15.0
o21ai_1,2,10.0
## metal layers
metal	part of all wire	wire (µm)	global-route usage	vias to the layer above
met5	0	0	0	-
li1	-	-	-	305
met2	0.41	615	0.0634	20
met3	0.11	169	0.0239	2
met1	0.47	717	0.0659	261
met4	0.0066	10	0.00704	0
## power groups by stage
stage / registers [mW] / clock network (mW) / logic (mW)
CTS: 0.208 / 0.130 / 0.0842
finish: 0.208 / 0.123 / 0.0838
global route: 0.208 / 0.144 / 0.0938
## cell type report
cell class,instances,area share
Multi-Input combinational cell,54,0.434
Sequential cell,8,0.256
Inverter,4,0.0160
Timing Repair Buffer,22,0.208
Clock buffer,3,0.0240
Tap cell,46,0.0614
## through the flow
stage	setup TNS, ns	cells
2_1_floorplan	0	68
3_3_place_gp	-0.0940	134
3_5_place_dp	-0.182	134
4_1_cts	0	137
5_1_grt	0	137
6_report	0	137
## final timing paths
kind              from         to  slack (ns)  depth (start not counted)
max          digit2[1]  digit2[1]        0.13                          7
min          digit1[3]  digit1[3]        0.62                          1
max reg2reg  digit2[1]  digit2[1]        0.13                          7
min reg2reg  digit1[3]  digit1[3]        0.62                          1
## repair_timing
action	in CTS	in global routing
buffers inserted	0	0
setup endpoints to repair	0	5
resized	0	2
## worst max-delay path: stages (launching register included)
cell      delay, ns
edfxtp_1       0.38
inv_1          0.09
ha_2           0.21
nand2b_1       0.13
a21oi_1        0.10
buf_4          0.16
or4_1          0.40
a21oi_1        0.15
## cells by family after synthesis
group / count (synthesis) / synth area share
buffers and inverters: 6 / 0.0374
adder cells (fa/ha/maj): 5 / 0.0935
flip-flops: 8 / 0.359
AND/OR/NAND/NOR: 18 / 0.207
AND-OR/OR-AND: 26 / 0.234
multiplexers: 1 / 0.0168
XOR/XNOR: 4 / 0.0523
Power figures rest on the tool's default switching activity, not on a simulated workload.
